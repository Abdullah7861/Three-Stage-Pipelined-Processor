File: ./run.sh
#!/bin/bash
# OpenROAD 26Q1-2900-gdf79404cd8, Yosys 0.63+post, stock flow scripts
make -C /OpenROAD-flow-scripts/flow DESIGN_CONFIG=/design/flow/config.mk WORK_HOME=/design/flow/orfs finish
File: ./config.mk
export PLATFORM = sky130hd
export DESIGN_NAME = reg_ex_to_mem
export DESIGN_NICKNAME = reg_ex_to_mem
export VERILOG_FILES = /design/flow/design.v
export SDC_FILE = /design/flow/constraint.sdc
export NUM_CORES = 4
export LEC_CHECK = 1
export CORE_UTILIZATION = 30
File: ./constraint.sdc
current_design reg_ex_to_mem

set clk_period 1.0
set clk_io_pct 0.2

create_clock -name clk0 -period $clk_period [get_ports {clk}]

set non_clock_inputs [all_inputs -no_clocks]
set_input_delay [expr $clk_period * $clk_io_pct] -clock clk0 $non_clock_inputs
set_output_delay [expr $clk_period * $clk_io_pct] -clock clk0 [all_outputs]
File: ./design.v
module reg_ex_to_mem (
    input logic [31:0] pc_out_ex,
    input logic [31:0] opr_res_id_ex,
    input logic [31:0] rdata2_id_ex,
    input logic [4:0] rd_id_ex,
    input logic [31:0] inst_ex,
    input logic rf_en_id_ex,
    input logic [1:0] sel_wb_id_ex,
    input logic wr_en_id_ex,
    input logic rd_en_id_ex,
    input logic [2:0] mem_type_id_ex,
    input logic is_mret_id_ex,
    input logic csr_rd_id_ex,
    input logic csr_wr_id_ex,
    input logic rst,
    input logic flush_id_ex,
    input logic clk,
    output  logic [31:0] pc_out_mem,
    output logic  [31:0] opr_res_im_wb,
    output logic [31:0] rdata2_im_wb,
    output logic [4:0] rd_im_wb,
    output logic [31:0] inst_mem_wb,
    output logic rf_en_im_wb,
    output logic [1:0] sel_wb_im_wb,
    output logic wr_en_im_wb,
    output logic rd_en_im_wb,
    output logic [2:0] mem_type_im_wb,
    output logic is_mret_im_wb,
    output logic csr_rd_im_wb,
    output logic csr_wr_im_wb
);
    always_ff @(posedge clk) 
    begin
        if (rst | flush_id_ex)
        begin
            pc_out_mem <= 0;
            opr_res_im_wb <= 0;
            rdata2_im_wb <= 0;
            rd_im_wb <= 0;
            inst_mem_wb <= 0;
            rf_en_im_wb <= 0;
            sel_wb_im_wb <= 0;
            wr_en_im_wb <= 0;
            rd_en_im_wb <= 0;
            mem_type_im_wb <= 0;
            is_mret_im_wb <= 0;
            csr_rd_im_wb <= 0;
            csr_wr_im_wb <= 0;
        end
        else
        begin
            pc_out_mem <= pc_out_ex;
            opr_res_im_wb <= opr_res_id_ex;
            rdata2_im_wb <= rdata2_id_ex;
            rd_im_wb <= rd_id_ex;
            inst_mem_wb <= inst_ex;
            rf_en_im_wb <= rf_en_id_ex;
            sel_wb_im_wb <= sel_wb_id_ex;
            wr_en_im_wb <= wr_en_id_ex;
            rd_en_im_wb <= rd_en_id_ex;
            mem_type_im_wb <= mem_type_id_ex;
            is_mret_im_wb <= is_mret_id_ex;
            csr_rd_im_wb <= csr_rd_id_ex;
            csr_wr_im_wb <= csr_wr_id_ex;
        end
    end
endmodule
==> flow_metrics.env <==
# flow metrics
export IMPL_fp_util_pct=30.97
export IMPL_ys_flops=144
export IMPL_first_pass_iters=4
export IMPL_grtUsageMet2_pct=25.15
export IMPL_cap_viol_max_count=0
export IMPL_crit_path_max_fanout=1
export IMPL_syn_area_sq_um=4518
export IMPL_grt_pass1_wl_um=19580
export IMPL_fin_setup_tns_ns=-1.496
export IMPL_hold_viol=0
export IMPL_yosys_cell_types_count=5
export IMPL_hpwlAfterDp_um=9435
export IMPL_yosysCellCount=320
export IMPL_grt_overflow=0
export IMPL_setup_violations=117
export IMPL_gp_congestion=0.7634
export IMPL_finalClockPeriodUsage_pct=104.9
export IMPL_drc=0
export IMPL_portBuffers=290
export IMPL_syn_to_final_growth_pct=70.34
export IMPL_power_density_nw_per_um2=1847
export IMPL_grt_antenna_before_repair=0
export IMPL_coreArea_sq_um=14590
export IMPL_cp_required_ns=0.80
export IMPL_slew_headroom_pct=76.19
export IMPL_layout_drive_gt1_share_pct=44.11
export IMPL_crit_slowest_cell="dfxtp_2"
export IMPL_worstMarginPinSlew_ns=0.3571
export IMPL_setup_ws_ns=-0.04902
export IMPL_die_x_um=124.7
export IMPL_pre_cts_slack_ns=-0.04686
export IMPL_cts_buffers=17
export IMPL_die_h_um=124.7
export IMPL_crit_family="flip-flops"
export IMPL_path_class="flip-flop to output port"
export IMPL_cts_sinks=144
export IMPL_wl_per_cell_um=15.52
export IMPL_warnings=27
export IMPL_grt_use_met3_pct=7.268
export IMPL_busiest_layer="met2"
export IMPL_hp_class="input pin to flip-flop"
export IMPL_grt_max_degree=29
export IMPL_cts_tree="done"
export IMPL_mostFrequentLayoutCells="clkdlybuf4s50_1, buf_2, dfxtp_1, nor3b_1, nor3b_2"
export IMPL_end_kind="output port"
export IMPL_cts_buffer_depth=2
export IMPL_avgSynthCellArea_sq_um=14.12
export IMPL_grt_use_total_pct=16.64
export IMPL_clock_root_buffer="clkbuf_16"
export IMPL_cts_setup_buffers=0
export IMPL_grt_pass1_vias=3499
export IMPL_routed_wl_um=12740
export IMPL_grt_setup_unrepaired="true"
export IMPL_fmax_ghz=0.9533
export IMPL_crit_arrival_ns=0.85
export IMPL_ant_nets=0
export IMPL_ir_drop_uv=972.6
export IMPL_p_leak_nw=3.300
export IMPL_slowest_delay_ns=0.33
export IMPL_n_antenna_cell=0
export IMPL_ioPinCount=291
export IMPL_clk_pin_slew_ns=0.06
export IMPL_met1_usage_pct=23.21
export IMPL_htreeDepth=4
export IMPL_rows=44
export IMPL_finalWorstPathRequiredPeriod_ns=1.049
export IMPL_final_cells=821
export IMPL_crit_path_cell_trace="buf_2"
export IMPL_status="complete, but fails checks"
export IMPL_synthCells=320
export IMPL_whs_ns=0.07354
export IMPL_crit_buf_inv=1
export IMPL_synth_warnings=1
export IMPL_ys_chip_area_sq_um=4518
export IMPL_chip_area_sq_um=15560
export IMPL_drt_iter0_drc=96
export IMPL_routed_via_density=4.217
export IMPL_place_inst=788
export IMPL_ys_seq_share_pct=63.81
export IMPL_layout_top_cell="clkdlybuf4s50_1"
export IMPL_report_final_slew_viol_count=0
export IMPL_num_vias=3462
export IMPL_start_kind="flip-flop"
export IMPL_violations="setup timing"
==> sequential cells by signal, summed over array words and instances, names as in the netlist <==
signal / flops
csr_rd_im_wb: 1
csr_wr_im_wb: 1
inst_mem_wb: 32
is_mret_im_wb: 1
mem_type_im_wb: 3
opr_res_im_wb: 32
pc_out_mem: 32
rd_en_im_wb: 1
rd_im_wb: 5
rdata2_im_wb: 32
rf_en_im_wb: 1
sel_wb_im_wb: 2
wr_en_im_wb: 1
==> path summary, 6_finish.rpt <==
| check | startpoint | end | slack, ns | cells past startpoint |
|---|---|---|---|---|
| max | inst_mem_wb[21] | inst_mem_wb[21] | -0.05 | 1 |
| min | flush_id_ex | rdata2_im_wb[15] | 0.07 | 2 |
==> final cells by class <==
type	instances	area, sq um
Fill cell	1235	6893
Sequential cell	144	2907
Timing Repair Buffer	317	2527
Multi-Input combinational cell	144	1381
Clock buffer	24	501.7
Tap cell	184	230.2
Clock inverter	8	148.9
==> metal layers <==
metal,vias up,part of all wire [%]
met5,-,0
met3,10,11
met2,192,45
li1,1699,-
met4,0,1.2
met1,1561,43
==> per-stage QoR <==
step / power (mW) / area (sq um) / util (%)
after global routing: 14.79 / 7696 / 52.75
final: 14.21 / 7696 / 52.75
after floorplan: 6.564 / 4518 / -
after global placement: 7.710 / 7720 / 52.92
after CTS: 14.40 / 7691 / 52.72
after detailed placement: 7.722 / 7720 / 52.92
==> synth_stat cells <==
cell,n,area (sq um)
nor3b_1,84,630.6
buf_6,15,168.9
buf_2,17,85.08
nor3b_2,60,750.7
dfxtp_1,144,2883
==> report_power, final <==
group          total, mW  internal (mW)  switching (mW)
sequential          6.03           5.98          0.0540
combinational       1.34          0.940           0.405
clock               6.84           4.51            2.32
total               14.2           11.4            2.78
==> cell families (layout without fill, tap and decap cells) <==
group / Yosys count / in the layout / synth area share, %
and+or+nand+nor: 144 / 144 / 30.57
DFF: 144 / 144 / 63.80
buffers and inverters: 32 / 349 / 5.622
==> timing repair <==
item,4_1_cts,5_1_grt
resized,467,4
hold endpoints to repair,2,0
pin swaps,0,0
endpoints found under the setup margin,144,144
hold buffers,1,0
Power is estimated from default activity; no workload was simulated.
