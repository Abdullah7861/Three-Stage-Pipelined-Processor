File: ./design.v
module reg_file (
    input  logic        clk,
    input  logic        rf_en,
    input  logic [ 4:0] rs2,
    input  logic [ 4:0] rs1,
    input  logic [ 4:0] rd,
    input  logic [31:0] wdata,
    output logic [31:0] rdata1,
    output logic [31:0] rdata2
);
    logic [31:0] reg_mem [0:31];
    always_comb 
    begin 
        rdata1 = reg_mem[rs1];
        rdata2 = reg_mem[rs2];
    end
    always_ff @(posedge clk) 
    begin
        if (rf_en)
        begin
            if (reg_mem[0] != rd)
            begin
                reg_mem[rd] <= wdata;
            end
        end
    end
endmodule
File: ./run.sh
#!/bin/bash
# OpenROAD 26Q1-2900-gdf79404cd8, Yosys 0.63+post, stock flow scripts
make -C /OpenROAD-flow-scripts/flow DESIGN_CONFIG=/design/flow/config.mk WORK_HOME=/design/flow/orfs finish
File: ./config.mk
export PLATFORM = sky130hd
export DESIGN_NAME = reg_file
export DESIGN_NICKNAME = reg_file
export VERILOG_FILES = /design/flow/design.v
export SDC_FILE = /design/flow/constraint.sdc
export NUM_CORES = 4
export LEC_CHECK = 1
export CORE_UTILIZATION = 40
File: ./constraint.sdc
current_design reg_file

set clk_period 10.8
set clk_io_pct 0.2

create_clock -name clk0 -period $clk_period [get_ports {clk}]

set non_clock_inputs [all_inputs -no_clocks]
set_input_delay [expr $clk_period * $clk_io_pct] -clock clk0 $non_clock_inputs
set_output_delay [expr $clk_period * $clk_io_pct] -clock clk0 [all_outputs]
==> impl_metrics.env <==
# flow metrics
export IMPL_flop_cell="edfxtp_1"
export IMPL_drc=0
export IMPL_synthSimpleGateAreaFrac_pct=4.87
export IMPL_boundaryPins=113
export IMPL_top_cells_by_count="edfxtp_1, mux2i_1, nand2_1, nand3_1"
export IMPL_ys_warn_count=1
export IMPL_max_slew_worst_pin_slew_ns=0.947
export IMPL_largest_reg_flops=1024
export IMPL_hold_viol=0
export IMPL_synth_top_area_share_pct=63.2
export IMPL_power_switching_mw=2.02
export IMPL_cts_max_path_buffers=3
export IMPL_yosysUniqueCellTypes=26
export IMPL_drive_gt1_share_pct=9.10
export IMPL_topCellsByArea="edfxtp_1, mux2i_1, a22oi_1"
export IMPL_syn_cell_area_um2=48600
export IMPL_htreeDepth=3
export IMPL_antenna_found_initial=5
export IMPL_synth_xor_area_share_pct=0.0901
export IMPL_postSynthSeqShare_pct=63.2
export IMPL_postCtsSetupRepairBufs=0
export IMPL_postCtsHoldBufs=0
export IMPL_fin_tns_setup_ns=0
export IMPL_relSlewSlack_pct=36.8
export IMPL_fp_dieW_um=351
export IMPL_yosys_area_share_aoi_pct=8.21
export IMPL_syn_inst=3407
export IMPL_drt_iter0_markers=1994
export IMPL_arrival_ns=5.72
export IMPL_grt_first_pass_wirelength_mm=223
export IMPL_min_period_ns=7.88
export IMPL_rows=127
export IMPL_place_detailed_hpwl_mm=87.5
export IMPL_tritoncts="yes"
export IMPL_wl_mm=156
export IMPL_p_sw_share_pct=23.3
export IMPL_synth_edff_count=1024
export IMPL_clkSinkCount=1024
export IMPL_mux_share_pct=21.1
export IMPL_regArea_um2=30700
export IMPL_peakVddDrop_v=0.000143
export IMPL_fp_dieH_um=351
export IMPL_final_cells=5196
export IMPL_largestRegisters="reg_mem (1024)"
export IMPL_path_max_fanout=49
export IMPL_firstDrtPassIters=7
export IMPL_post_cts_resized=0
export IMPL_place_gp_congestion=0.899
export IMPL_fin_hold_ws_ns=1.24
export IMPL_fin_skew_ns=0.0248
export IMPL_clk_pin_slew_ns=0.06
export IMPL_syn_to_final_growth_pct=13.4
export IMPL_rsz0062_at_grt="no"
export IMPL_critical_path_required_ns=8.64
export IMPL_cts_root_buf="clkbuf_16"
export IMPL_dr_total_vias=31300
export IMPL_holdCritPathClass="flip-flop to flip-flop"
export IMPL_wire_per_inst_um=30.0
export IMPL_fp_util_pct=40.4
export IMPL_maxSlewViolCount=0
export IMPL_cts_buffers=106
export IMPL_start_kind="input port"
export IMPL_combGateArea_um2=17000
export IMPL_n_fill_cell=10500
export IMPL_p_per_area_nw_per_um2=157
export IMPL_place_area_um2=52000
export IMPL_ant_nets=0
export IMPL_p_leak_nw=20.1
export IMPL_outcome="finished, final reports clean"
export IMPL_critical_path_class="input port to output port"
export IMPL_dp_cells=5010
export IMPL_internal_power_mw=6.65
export IMPL_grt_ovfl_total=0
export IMPL_max_freq_mhz=127
export IMPL_ys_top_logic_family="multiplexers"
export IMPL_ys_sh_adder_pct=0
export IMPL_drv_cap=0
export IMPL_crit_path_end_kind="output port"
export IMPL_warnings=26
export IMPL_ys_flops=1024
export IMPL_synthArstFlopShare_pct=0
export IMPL_stdcell_area_um2=55100
export IMPL_combPwrFrac_pct=9.4
export IMPL_first_global_vias=32200
export IMPL_die_area_um2=123000
export IMPL_pwr_share_seq_pct=51.3
export IMPL_yosys_area_um2=48600
export IMPL_yosys_area_top_type="edfxtp_1"
export IMPL_synth_stat_cells=3407
export IMPL_synth_area_per_cell_um2=14.3
export IMPL_coreArea_um2=120000
export IMPL_clkLatencyLatePin_ns=0.68
export IMPL_setup_viol=0
export IMPL_post_drt_via_cell_ratio=6.03
export IMPL_grt_max_degree=90
export IMPL_clockPowerShare_pct=39.3
export IMPL_period_used_pct=73.0
export IMPL_grt_usage_pct=27.3
export IMPL_io_buffers=112
export IMPL_max_flop_register="reg_mem"
==> area by class of cell <==
class                   instances  share of cell area (%)
repair buffers                243                    4.06
clock buffers                 129                    5.08
multi-input cells            2131                    30.8
well taps                    1612                    3.66
flip-flops and latches       1024                    55.8
diodes                          1                 0.00454
clock inverters                56                   0.660
==> placed cells by master, fill, tap and decap left out, types with 2 or more instances in the layout <==
| master | netlist | layout |
|---|---|---|
| mux2i_1 | 1024 | 1024 |
| edfxtp_1 | 1024 | 1024 |
| nand3_1 | 196 | 196 |
| nand2_1 | 197 | 195 |
| a22oi_1 | 192 | 192 |
| a21oi_1 | 192 | 192 |
| a22o_1 | 128 | 128 |
| buf_4 | 47 | 121 |
| clkdlybuf4s50_1 | 0 | 110 |
| clkbuf_16 | 0 | 109 |
| nor3_1 | 64 | 64 |
| a31oi_1 | 64 | 64 |
| nor2_4 | 0 | 34 |
| clkinv_1 | 0 | 26 |
| clkinv_2 | 0 | 21 |
| clkbuf_1 | 100 | 20 |
| buf_12 | 0 | 10 |
| nor4_1 | 6 | 6 |
| nor2b_1 | 9 | 5 |
| xor2_1 | 5 | 5 |
| nor2b_4 | 0 | 4 |
| nand2b_2 | 0 | 4 |
| bufinv_16 | 0 | 4 |
| nor2_1 | 37 | 3 |
| o21ai_4 | 3 | 3 |
| and2_4 | 0 | 2 |
| or2_2 | 2 | 2 |
| nand2_2 | 0 | 2 |
| or4_1 | 2 | 2 |
| inv_6 | 0 | 2 |
| clkinvlp_4 | 0 | 2 |
| buf_8 | 0 | 2 |
==> through the flow <==
stage	total power, mW	setup slack, ns	util, %
after floorplan	4.97	5.33	-
after global placement	5.33	3.05	43.2
after detailed placement	5.34	3.01	43.2
after CTS	8.71	3.00	45.8
after global routing	8.92	2.83	45.8
final	8.67	2.92	45.8
==> cells by family (layout without fill, tap and decap cells) <==
kind of cell / after synthesis / in the layout
multiplexers: 1024 / 1024
XOR/XNOR: 5 / 5
AND/OR/NAND/NOR: 522 / 522
AND-OR/OR-AND: 580 / 580
other: 0 / 1
flip-flops: 1024 / 1024
buffers and inverters: 252 / 428
==> power by group through the flow <==
stage                 clock network (mW)  registers (mW)  logic [mW]
final                               3.41            4.44       0.816
after CTS                           3.46            4.44       0.812
after global routing                3.61            4.45       0.866
==> path summary, 6_finish.rpt <==
check        slack (ns)  cells past startpoint           start             end
min reg2reg        1.24                      4   reg_mem[0][6]   reg_mem[0][7]
max                2.92                      9          rs2[2]      rdata2[12]
min                1.24                      4   reg_mem[0][6]   reg_mem[0][7]
max reg2reg        6.92                      7  reg_mem[0][30]  reg_mem[23][3]
==> worst max-delay path, stage by stage <==
cell             delay, ns
clkdlybuf4s50_1       0.59
nor2_4                0.21
buf_4                 0.71
buf_4                 0.75
a22o_1                0.24
nor3_1                0.05
a31oi_1               0.18
nand3_1               0.27
clkdlybuf4s50_1       0.51
==> routing by layer <==
layer / global-route usage, % / up-vias / wire (µm)
li1: - / 13700 / -
met1: 35.3 / 15600 / 56300
met2: 40.1 / 1811 / 70800
met3: 17.0 / 270 / 23700
met4: 6.35 / 17 / 4620
met5: 0.863 / - / 221
Power and IR drop assume default switching activity.
