[flow/design.v]
module alu (
    input  logic [ 3:0] aluop,
    input  logic [31:0] opr_a,
    input  logic [31:0] opr_b,
    output logic [31:0] opr_res
);
    logic sra;
    always_comb
    begin 
        case(aluop)
            4'b0000: opr_res = opr_a  +  opr_b;                                      
            4'b0001: opr_res = opr_a  -  opr_b;                                      
            4'b0010: opr_res = opr_a  << opr_b[4:0];                                 
            4'b0011: opr_res = ($signed(opr_a) < $signed(opr_b)) ? 32'b1 : 32'b0;    
            4'b0100: opr_res = (opr_a  <  opr_b) ? 32'b1 : 32'b0;                    
            4'b0101: opr_res = opr_a  ^  opr_b;                                      
            4'b0110: opr_res = opr_a  >> opr_b[4:0];                                 
            4'b0111: 
                    begin
                    sra = opr_a[31]==1? 1'b1:1'b0;
                    if(sra)
                    begin
                        opr_res = $signed(opr_a) >>> opr_b[4:0];
                    end
                    else
                    begin
                        opr_res = opr_a  >> opr_b[4:0];                                   
                    end
                    end
            4'b1000: opr_res = opr_a  |  opr_b;                                      
            4'b1001: opr_res = opr_a  &  opr_b;                                       
            4'b1010: opr_res = opr_b;                                    
            default: opr_res = 32'b0;                                                
        endcase
    end
endmodule
[flow/run.sh]
#!/bin/bash
# OpenROAD 26Q1-2900-gdf79404cd8, Yosys 0.63+post, stock flow scripts
make -C /OpenROAD-flow-scripts/flow DESIGN_CONFIG=/design/flow/config.mk WORK_HOME=/design/flow/orfs finish
[flow/config.mk]
export PLATFORM = sky130hd
export DESIGN_NAME = alu
export DESIGN_NICKNAME = alu
export VERILOG_FILES = /design/flow/design.v
export SDC_FILE = /design/flow/constraint.sdc
export NUM_CORES = 4
export LEC_CHECK = 1
export CORE_UTILIZATION = 40
export SYNTH_HDL_FRONTEND = slang
[flow/constraint.sdc]
current_design alu

set clk_period 27.7
set clk_io_pct 0.2

create_clock -name clk0 -period $clk_period

set non_clock_inputs [all_inputs -no_clocks]
set_input_delay [expr $clk_period * $clk_io_pct] -clock clk0 $non_clock_inputs
set_output_delay [expr $clk_period * $clk_io_pct] -clock clk0 [all_outputs]
==> flow_metrics.py <==
# Flow results
metrics = {
    "timing": {
        "report.final.slew_viol_count": 0,
        "setup_viol": 0,
        "fmax_ghz": 0.06428,
        "fin_crit_ps": 15560,
        "whs_ps": 12220,
        "rsz0062_at_grt": "no",
        "slew_headroom_pct": 29.77,
        "period_used_pct": 56.16,
        "final-hold-violation-count": 0,
        "worst_pin_slew_ps": 1027,
        "tns_ps": 0,
    },
    "layout": {
        "area_growth_syn_to_layout_pct": 11.87,
        "flop_area_um2": 0,
        "clockBufferCount": 0,
        "drive_above_1_share_pct": 8.711,
        "post-route-cell-area_mm2": 0.01055,
        "final_common_cell": "nand2_1",
        "ff_count": 0,
        "mostFrequentLayoutCells": "nand2_1 (148), nor2_1 (140), a21oi_1 (118), inv_1 (100), ha_1 (100)",
    },
    "clocking": {
        "cts.repair.resized": 0,
        "cts_hold_buffers": 0,
        "post_cts_buffers": 0,
    },
    "yosys": {
        "postSynthAreaPerCell_um2": 6.729,
        "synth_warnings": 0,
        "syn-cell-area_mm2": 0.009428,
        "synth_cell_type_count": 81,
        "yosys_area_mm2": 0.009428,
        "yosys_cells": 1401,
        "ys_seq_share_pct": 0,
        "syn-instance-count": 1401,
    },
    "setup_path": {
        "arrival_ps": 10020,
        "worstPathRequired_ps": 22160,
        "crit_path_start": "opr_b[4]",
        "cp_max_fo": 48,
        "endpoint_kind": "output port",
        "cp-start-kind": "primary input",
        "critPathKind": "in -> out",
    },
    "route": {
        "firstDrtPassIters": 5,
        "vias": 11570,
        "first_iter_violations": 1339,
        "drc": 0,
        "wire_per_inst_um": 27.78,
        "ant_nets": 0,
        "via_per_inst": 6.704,
        "routed_wirelength_um": 47950,
    },
    "global_routing": {
        "track_usage_pct": 40.68,
        "first_global_vias": 10920,
        "grt-ovfl-total": 0,
        "grt_pass1_wl_um": 71150,
        "antenna_found_initial": 2,
        "grt_use_met1_pct": 55.15,
        "grt_max_degree": 54,
        "grt.busiest_layer": "met2",
        "gr-usage-met3_pct": 6.270,
        "grtUsageMet2_pct": 63.48,
    },
    "run": {
        "tool_warnings": 100,
        "maxCapViolCount": 0,
    },
    "hold_path": {
        "hold_path.startpoint": "opr_b[20]",
        "hold_class": "in -> out",
    },
    "pwr": {
        "power_density_mw_per_mm2": 21.06,
        "leakagePower_nw": 4.259,
        "p_switching_w": 0.0001363,
        "swShare_pct": 61.36,
        "vdd_ir_drop_max_mv": 0.02275,
        "internal_power_w": 0.00008583,
        "total_power_w": 0.0002221,
    },
    "run_status": {
        "status": "completed",
    },
    "floorplan": {
        "die_y_um": 155.5,
        "core-area_mm2": 0.02285,
        "die-width_um": 155.5,
        "chipArea_mm2": 0.02419,
        "num_rows": 55,
        "fp_util_pct": 41.27,
        "io_pins": 100,
    },
    "place": {
        "gp_congestion": 1.067,
        "placed_area_mm2": 0.01054,
        "hpwlAfterDp_um": 36980,
        "numPortBuffers": 100,
    },
}
[cells in the mapped netlist (all sizes together) (10+ instances only)]
cell type,instances,area share (%)
a22oi,19,1.5
o21bai,16,1.3
a211oi,20,1.6
nand2,148,5.9
o22ai,22,1.5
nand4,13,0.86
clkbuf,79,3.1
a21oi,118,6.3
a221o,10,1.1
a31oi,27,1.8
o2111ai,16,1.5
o21ai,99,5.3
nor2,142,5.7
mux2,25,3.0
mux4,41,9.9
buf,37,2.1
mux2i,48,5.1
ha,100,13
nor3,28,1.5
nor2b,16,1.1
o211ai,31,2.5
a221oi,25,2.3
nand2b,12,0.80
a21o,18,1.4
nand3,21,1.1
nor4,14,0.93
inv,101,4.0
[worst paths after layout]
| check | end | cells past startpoint |
|---|---|---|
| hold / removal | opr_res[20] | 4 |
| setup / recovery | opr_res[31] | 13 |
[cell families (layout without fill, tap and decap cells)]
logic type | count (synthesis) | count (layout) | synth area share, %
compound gates | 512 | 512 | 36.52
xor+xnor | 4 | 4 | 0.3717
fa+ha+maj | 102 | 102 | 13.70
buf+inv | 218 | 229 | 9.277
mux | 114 | 114 | 17.96
other cells | 0 | 1 | 0
simple gates | 451 | 451 | 22.18
[worst max-delay path, cell delays in order]
cell and delay (ps):
clkdlybuf4s50_1 460, buf_4 430, inv_1 80, buf_4 240
ha_1 410, or4_1 520, o211ai_1 210, a31oi_1 340
o211ai_1 520, a31oi_1 290, nor4b_1 330, o21bai_1 150
clkdlybuf4s50_1 470
[final cells by class]
| type | instances | area [um^2] |
|---|---|---|
| Antenna cell | 1 | 2.502 |
| Fill cell | 2405 | 12300 |
| Tap cell | 313 | 391.6 |
| Timing Repair Buffer | 127 | 1186 |
| Inverter | 102 | 382.9 |
| Multi-Input combinational cell | 1183 | 8583 |
[layer usage]
layer	wire length, um	up-vias
met2	21510	678
li1	-	5310
met3	3913	134
met1	19680	5447
met4	2836	2
met5	12	-
[power groups by stage]
stage	clock [W]	combinational (W)	sequential (W)
after CTS	0	0.000217	0
after global routing	0	0.000237	0
[through the flow]
stage               setup slack (ps)  std cells  util, %
global placement               12310       1725    46.15
detailed placement             12270       1725    46.15
floorplan                      13330       1401        -
finish                         12140       1726    46.16
CTS                            12260       1725    46.15
global route                   11890       1725    46.15
Power and IR drop assume default switching activity.
